**run.sh**
```bash
#!/bin/bash
# OpenROAD 26Q1-2900-gdf79404cd8, Yosys 0.63+post, stock flow scripts
make -C /OpenROAD-flow-scripts/flow DESIGN_CONFIG=/design/flow/config.mk WORK_HOME=/design/flow/orfs finish
```
**config.mk**
```make
export PLATFORM = sky130hd
export DESIGN_NAME = mem_adj
export DESIGN_NICKNAME = mem_adj
export VERILOG_FILES = /design/flow/design.v
export SDC_FILE = /design/flow/constraint.sdc
export NUM_CORES = 4
export LEC_CHECK = 1
export CORE_AREA = 10 10 101 101
export DIE_AREA = 0 0 111 111
export SYNTH_HDL_FRONTEND = slang
```
**constraint.sdc**
```tcl
current_design mem_adj

set clk_period 5.2
set clk_io_pct 0.2

create_clock -name clk0 -period $clk_period

set non_clock_inputs [all_inputs -no_clocks]
set_input_delay [expr $clk_period * $clk_io_pct] -clock clk0 $non_clock_inputs
set_output_delay [expr $clk_period * $clk_io_pct] -clock clk0 [all_outputs]
```
**design.v**
```verilog
module mem_adj(
    input [31:0] from_mem, from_reg,
    input [3:0] fn3,
    input [1:0] addr_low,
    output logic [31:0] to_reg, to_mem,
    output logic [3:0] mask
);
    logic [7:0] adj_byte;
    logic [15:0] adj_word;
    wire [1:0] size = fn3[1:0];
    always_comb begin : Word_And_Byte_Adj
        case(addr_low)
        2'h0: begin adj_byte = from_mem[31:24]; adj_word = {from_mem[23:16], from_mem[31:24]}; end
        2'h1: begin adj_byte = from_mem[23:16]; adj_word = {from_mem[23:16], from_mem[31:24]}; end
        2'h2: begin adj_byte = from_mem[15:8]; adj_word = {from_mem[7:0], from_mem[15:8]}; end
        2'h3: begin adj_byte = from_mem[7:0]; adj_word = {from_mem[7:0], from_mem[15:8]}; end
        endcase
    end
    always_comb begin : Input_Format_Sel
        case(size)
        2'h0: to_reg = {{24{adj_byte[7] & fn3[2]}}, adj_byte};
        2'h1: to_reg = {{16{adj_word[15] & fn3[2]}}, adj_word};
        2'h2: to_reg = {from_mem[7:0], from_mem[15:8], from_mem[23:16], from_mem[31:24]};
        2'h3: to_reg = {from_mem[7:0], from_mem[15:8], from_mem[23:16], from_mem[31:24]};
        endcase
    end
    always_comb begin : OutputAdj_and_Mask
        to_mem = 32'h0;
        mask = 4'h0;
        case(fn3)
        3'h0: case(addr_low)
            2'h0: begin to_mem = {from_reg[7:0], 24'h0}; mask = 4'b1000; end
            2'h1: begin to_mem = {8'h0, from_reg[7:0], 16'h0}; mask = 4'b0100; end
            2'h2: begin to_mem = {16'h0, from_reg[7:0], 8'h0}; mask = 4'b0010; end
            2'h3: begin to_mem = {24'h0, from_reg[7:0]}; mask = 4'b0001; end
            endcase
        3'h1: case(addr_low)
            2'h0, 2'h1: begin to_mem = {from_reg[7:0], from_reg[15:8], 16'h0}; mask = 4'b1100; end
            2'h2, 2'h3: begin to_mem = {16'h0, from_reg[7:0], from_reg[15:8]}; mask = 4'b0011; end
            endcase
        3'h2: begin to_mem = {from_reg[7:0], from_reg[15:8], from_reg[23:16], from_reg[31:24]}; mask = 4'b1111; end
        default: begin to_mem = 0; mask = 0; end
        endcase
    end
endmodule : mem_adj
```
==> results.txt <==
The flow completed. The number of gates resized after CTS was 0. Routing resource usage on met2 recorded by global route was 0.1832. Count of clock-net buffers in the final layout landed at 0. The portion of synthesized area spent on multiplexers is 0.1435. The worst hold path begins at from_mem[13]. Number of vias in the routed layout landed at 2090. Number of antenna cells inserted landed at 0. Of the combinational cells, the family taking the most area is AND-OR/OR-AND gates. Met1 track utilization from global routing landed at 0.1627. The synthesized netlist was found by Yosys to have 191 cells. On met3, the global router reports a usage of 0.05911. Setup repair after global routing left no endpoint under its margin.

Max-cap check violation count landed at 0. On the final layout, the worst hold slack is 3.071 ns. Number of global-route vias before repair landed at 2153. Minimum clock period landed at 4.392 ns.

In this run the VDD rail shows a maximum IR drop of 0.03032 mV. Vias per cell landed at 4.988. First-pass GRT wire length landed at 12.67 mm. Summing all flip-flop and latch instances after layout gives 0 µm².

Power density over the cells landed at 77.90 nW/µm². The routed design has 8.091 mm of wire. And-or/or-and share of the synthesized area landed at 0.4269. The script parses the final routing iteration and logs DRC violations as 0. The worst setup path is captured at a primary output. Per the post-synthesis report, the number of cells in the design is 191. Area overhead of the layout relative to synthesis landed at 102.9%. The count of nets left with antenna violations once routing finished came out at 0. Per the synthesis report, the adder-cell share of the synthesized area is 0.

The logs give a warning total of 32. Looking at the setup timing report, the critical path kind is in2out. Mean instance size in the synthesized netlist landed at 7.212 µm². Boundary pin count landed at 138. The first routing iteration left 89 violations. Summed over all layers, the global routing overflow is 0. Vertical die dimension landed at 111 µm. The final timing report gives a worst setup slack of 0.8079 ns. Number of max-slew violations in the final report landed at 0. The horizontal die dimension reported for this design is 111 µm. Per the post-place timing report, worst setup slack is 0.7789 ns.

Synthesized-area fraction occupied by and/or/nand/nor cells landed at 0.3224. Die area landed at 12320 µm². Per the final layout report, the fraction of cells sized above drive strength 1 comes to 0.07006. Effective utilization at floorplan landed at 0.1694. Post-layout total power landed at 217.7 µW. STA lists the maximum fanout along the critical path as 17. Estimated wirelength of the detail-placed design landed at 6.561 mm.

The global routing report lists combined usage of all routing layers as 0.1234. STA puts the critical path data arrival time at 3.35 ns. The initialized floorplan defines 33 standard-cell rows.

Total setup buffers inserted after CTS landed at 0. In this run the static leakage power is 0.9833 nW. Of the total synthesized cell area, the portion taken by XOR and XNOR cells is 0. The flow ran to the end, and the final reports show no timing, DRC or antenna violations. Data required time of the critical path landed at 4.16 ns. Wire length per cell landed at 19.31 µm. Relative slew slack landed at 0.4245. Cell area after placement landed at 2795 µm². Pin count of the biggest net entering global routing landed at 18. Per the GRT log, the top usage layer is met2. After clock tree synthesis, the flow added hold-fix buffers numbering 0. The finished cells cover 2795 µm². Global placement routability congestion landed at 0.8398. Number of flip-flops and latches landed at 0. The final layout reports a setup TNS of 0 ns. Post-synthesis sequential area ratio landed at 0. For this run, the top clock speed supported by timing is 0.2277 GHz. Dividing the final minimum period by the clock period gives 0.8446. Yosys reports a chip area of 1378 µm². Number of synthesis warnings landed at 0.

The worst setup path is launched from an input port. In this run the cell area of the synthesized design comes to 1378 µm². The transition time recorded at the tightest slew-check pin is 0.8596 ns.

The last timing report of the flow puts the setup violation total at 0. The min-delay analysis places its worst path in the category in2out. Final tally of hold violations landed at 0. Core footprint landed at 8134 µm². Tracing the worst setup path back leads to its startpoint at fn3[0]. Number of search-and-repair iterations in the first detailed-routing pass landed at 4. Number of buffers inserted by port buffering landed at 138.

Initial antenna violation count landed at 0. The netlist uses 38 different library cells.
==> area by class of cell <==
| cell class | count | area (µm²) |
|---|---|---|
| well taps | 105 | 131.4 |
| multi-input cells | 168 | 1230 |
| repair buffers | 144 | 1426 |
| fillers | 860 | 5339 |
| inverters | 2 | 7.507 |
==> critical path: stages <==
cell	delay, ns
sky130_fd_sc_hd__clkdlybuf4s50_1	0.61
sky130_fd_sc_hd__nor4b_4	0.87
sky130_fd_sc_hd__and2_1	0.22
sky130_fd_sc_hd__a221o_1	0.12
sky130_fd_sc_hd__clkdlybuf4s50_1	0.49
==> synthesized netlist by cell type (7+ instances only) <==
library cell,number,area (µm²)
sky130_fd_sc_hd__nand2_1,27,101.4
sky130_fd_sc_hd__a221o_1,9,90.09
sky130_fd_sc_hd__a22oi_1,7,52.55
sky130_fd_sc_hd__o21ai_0,16,80.08
sky130_fd_sc_hd__nor2b_1,8,50.05
sky130_fd_sc_hd__o221ai_1,8,70.07
sky130_fd_sc_hd__a211oi_1,7,52.55
sky130_fd_sc_hd__and2_1,8,50.05
sky130_fd_sc_hd__nor3b_1,9,67.56
sky130_fd_sc_hd__buf_2,10,50.05
sky130_fd_sc_hd__a22o_1,16,140.1
sky130_fd_sc_hd__nor2_1,11,41.29
==> layer usage <==
metal / vias to the layer above / wire [µm]
li1: 996 / -
met1: 953 / 3618
met2: 136 / 3267
met3: 5 / 1103
met4: 0 / 102
met5: - / 0
==> cell families after synthesis <==
group	after synthesis
muxes	12
and+or+nand+nor	78
buffers and inverters	23
AOI/OAI and AO/OA	78
==> cells in the final DEF (no fill, tap or decap), drive strengths merged <==
master / count
o22ai: 6
o22a: 1
a22o: 16
nor4b: 1
and2: 8
o32ai: 1
o221a: 1
nor2: 12
buf: 6
o21ai: 16
mux4: 6
nand2: 27
mux2i: 4
o21a: 1
clkdlybuf4s50: 138
a211oi: 7
a22oi: 7
or2b: 2
mux2: 2
a221o: 9
nand2b: 2
nor3b: 9
or2: 2
clkinv: 1
inv: 1
o221ai: 8
and3: 2
or3: 2
a21oi: 5
and4: 2
nor2b: 9
==> path summary, 6_finish.rpt <==
check | depth (start not counted) | endpoint | slack [ns]
worst min-delay path | 4 | to_reg[21] | 3.07
worst max-delay path | 5 | to_mem[3] | 0.81
==> power breakdown <==
group | total (mW) | internal [mW] | switching (mW)
logic | 0.218 | 0.137 | 0.0804
clock network | 0 | 0 | 0
registers | 0 | 0 | 0
total | 0.218 | 0.137 | 0.0804
==> stage by stage <==
step | util | instances
CTS | 0.3436 | 419
floorplan | - | 191
finish | 0.3436 | 419
detailed placement | 0.3436 | 419
global route | 0.3436 | 419
global placement | 0.3436 | 419
Power figures rest on the tool's default switching activity, not on a simulated workload.
